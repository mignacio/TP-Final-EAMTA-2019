File: constraint.sdc
current_design register_file

set clk_period 3.3
set clk_io_pct 0.2

create_clock -name clk0 -period $clk_period [get_ports {clock}]

set non_clock_inputs [all_inputs -no_clocks]
set_input_delay [expr $clk_period * $clk_io_pct] -clock clk0 $non_clock_inputs
set_output_delay [expr $clk_period * $clk_io_pct] -clock clk0 [all_outputs]
File: design.v
module register_file
  (
   out_rf_to_micro_data              ,
   out_soft_reset                    ,
   out_enables_module                ,
   in_log_capture_data               ,
   in_micro_to_rf_data               ,
   in_reset                          ,
   log_ram_run_from_micro            ,
   log_read_devices                  ,
   clock
   );
   parameter NBI_AWGN_DATA         = 5;
   parameter NBF_AWGN_DATA         = 11;
   parameter NB_GPIOS              = 32;
   parameter NB_ENABLE_TOTAL       = 2 + 2;
   parameter NB_BER_CTRL           = 1 + 2;
   parameter NB_MU                 = 4;
   parameter NB_BETA               = 4;
   parameter NB_BER_ERROR          = 64;
   parameter NB_GPIO_DATA          = 23;
   parameter NB_GPIO_ADDRESS       = 8;
   parameter NB_LOG_READ_DEVICES   = 11 + 1 + 1;
   localparam NB_AWGN_DATA    = NBI_AWGN_DATA + NBF_AWGN_DATA;
   output reg [NB_GPIOS            - 1 : 0] out_rf_to_micro_data ;
   output reg                               out_soft_reset       ;
   output reg [NB_ENABLE_TOTAL     - 1 : 0] out_enables_module   ;
   input [NB_GPIOS                 - 1 : 0] in_log_capture_data  ;
   input [NB_GPIOS                 - 1 : 0] in_micro_to_rf_data  ;
   input                                    in_reset             ;
   input                                    clock                ;
   output reg                               log_ram_run_from_micro;
   output reg [NB_LOG_READ_DEVICES - 1 : 0] log_read_devices;
   reg [NB_GPIOS - 1 : 0]               from_micro_data;
   wire [NB_GPIO_DATA - 1 : 0]          micro_data;
   wire                                 micro_reg_en;
   wire [NB_GPIO_ADDRESS - 1 : 0]       micro_dir;
   reg [NB_GPIO_ADDRESS - 1 : 0]        gpio_return_select;
   assign micro_data   = from_micro_data[22:0];
   assign micro_reg_en = from_micro_data[23];
   assign micro_dir    = from_micro_data[31:24];
   always @(posedge clock) begin:crossregs
	  from_micro_data  <= in_micro_to_rf_data;
   end
   always @(posedge clock) begin:regs
	    if(in_reset) begin
	       gpio_return_select                 <= {NB_GPIO_ADDRESS{1'd0}};
         out_soft_reset                     <= 1'd1;
         out_enables_module                 <= {NB_ENABLE_TOTAL{1'd0}};
         log_ram_run_from_micro             <= 1'd0;
         log_read_devices                   <= {NB_LOG_READ_DEVICES{1'b0}};
	  end
	  else begin
	     if(micro_reg_en) begin	
	        case(micro_dir)
		        8'd0  : gpio_return_select                 <= micro_data[NB_GPIO_ADDRESS-1:0]  ;
            8'd1  : out_soft_reset                     <= micro_data[0]    ;
            8'd2  : out_enables_module                 <= micro_data[NB_ENABLE_TOTAL-1:0]  ;
            8'd6  : log_ram_run_from_micro             <= micro_data[0];
            8'd7  : log_read_devices                   <= micro_data[NB_LOG_READ_DEVICES-1:0];
            default: gpio_return_select                <= micro_data[NB_GPIO_ADDRESS-1:0]  ;
	        endcase  
	     end
	  end  
   end  
   always @ (posedge clock) begin
      case(gpio_return_select)
	    8'd0    : out_rf_to_micro_data <= in_log_capture_data;
	    default : out_rf_to_micro_data <= in_log_capture_data;
      endcase  
   end  
endmodule  
File: run.sh
#!/bin/bash
# OpenROAD 26Q1-2900-gdf79404cd8, Yosys 0.63+post, stock flow scripts
make -C /OpenROAD-flow-scripts/flow DESIGN_CONFIG=/design/flow/config.mk WORK_HOME=/design/flow/orfs finish
File: config.mk
export PLATFORM = sky130hd
export DESIGN_NAME = register_file
export DESIGN_NICKNAME = register_file
export VERILOG_FILES = /design/flow/design.v
export SDC_FILE = /design/flow/constraint.sdc
export NUM_CORES = 4
export LEC_CHECK = 1
export CORE_UTILIZATION = 30
==> GITHUB_STEP_SUMMARY <==
### Metrics collected by this job

| Metric | Value |
|---|---|
| Status | `finished clean` |
| Post-synth top flop | `dfxtp_1` |
| Pre-CTS setup slack | `1.10 ns` |
| Ao+oa area frac | `0%` |
| Clock transition at path regs | `0.08 ns` |
| Fin. Hold Viols | `0` |
| Mux contribution to synthesized area | `9.66%` |
| Xor/xnor share | `0%` |
| Area grow syn2layout | `65.8%` |
| CTS tree | `built` |
| EDFF count, synth | `0` |
| Post-synth top area cell | `dfxtp_1` |
| Hold buffers post-CTS | `0` |
| Yosys stat cell total | `139` |
| HP Class | `reg -> reg` |
| Async set or reset register ratio after synthesis | `0%` |
| Most numerous cell in the Yosys netlist | `dfxtp_1` |
| Family with the most delay on the worst path | `buffers and inverters` |
| YS chip area | `1970 µm²` |
| Vias per cell | `3.99` |
| Final setup fails | `0` |
| Startpoint types | `flop` |
| Global Route Usage Sum | `10.8%` |
| Die area | `6890 µm²` |
| Finished Core Util | `51.4%` |
| Max Cap Violations | `0` |
| GR Overflow Total | `0` |
| Diode count | `0` |
| Design Power | `1.64 mW` |
| Placer Congestion | `0.721` |
| Worst-Margin Slew | `0.825 ns` |
| Drt first-iter violations | `16` |
| Number of I/O pins | `117` |
| Yosys Warn Count | `1` |
| Reg-to-Reg Start | `from_micro_data[29]` |
| Fmax | `552 MHz` |
| Num CTS Buffers | `9` |
| Initial Util | `31.0%` |
| Top post-synthesis cells by area | `dfxtp_1, nand2b_1, mux2i_1` |
| Synth Cell Area | `1970 µm²` |
| Adders+Majority by Area | `0%` |
| Initial antenna violation count | `0` |
| Fill cell count | `522` |
| Crit Path Max Fanout | `2` |
| Seq share, synth | `74.2%` |
| Hold path start | `from_micro_data[5]` |
| Slew HR | `44.8%` |
| IO buf count | `106` |
| Hold Path Sink | `log_read_devices[5]` |
| Routed wire length | `3570 µm` |
| Die height | `83.0 µm` |
| Required time worst endpoint | `2.64 ns` |
| Final worst slack | `1.49 ns` |
| Synth top area share | `74.2%` |
| DRC | `0` |
| Clock sink count | `73` |
| First-pass GRT wire length | `5880 µm` |
| H-tree depth | `3` |
| First-pass DRT Iterations | `3` |
| Leakage | `1.26 nW` |
| Hold path depth | `2` |
| Data arrival, critical path | `1.15 ns` |
| R2R setup slack | `1.85 ns` |
| Crit-path cells | `clkdlybuf4s50_1` |
| PostCTS Resize Cnt | `0` |
| RSZ-0062 raised after global routing | `false` |
| Dominant kind of combinational cell | `simple AND/OR/NAND/NOR gates` |
| Slew Limit Fails | `0` |
| Clock tree buffer depth | `2` |
| Avg Inst Size Synth | `14.2 µm²` |
| Worst r2r path cells | `4` |
| RR Endpoint | `log_read_devices[10]` |
| Share of cells above drive strength 1 | `6.23%` |
| Gate Count Post-Synth | `139` |
| Final worst path period share | `54.9%` |
| Synth cell types | `15` |
| Simple share | `14.0%` |
| DR WL/cell | `10.7 µm` |
| Commonest cells post-synth | `dfxtp_1, nand2b_1, mux2i_1, clkbuf_1` |
| Post-DP HPWL | `2560 µm` |
| Setup TNS | `0 ns` |
| Minimum clock period | `1.81 ns` |
| Log Warnings | `35` |
| Clock Skew | `0.00692 ns` |
| Largest net degree at the start of global routing | `34` |
| CP max stage cell | `clkdlybuf4s50_1` |
| Clk latency of the worst-skew pair | `0.33 ns` |
| WP buf/inv | `1` |
| Synthesized registers | `73` |
| Core box area | `6350 µm²` |
| Root buffer cell | `clkbuf_8` |
| Critical Path End Type | `output port` |
| ANT nets after route | `0` |
| Crit Path Category | `reg -> out` |
| Routed via count | `1333` |
| Chip Width | `83.0 µm` |
| PwrDens | `503 nW/µm²` |
| Core Rows | `29` |
| Worst stage delay on the critical path | `0.47 ns` |
| Setup Buffers After CTS | `0` |
| Max IR drop VDD | `0.000322 V` |
| Vias in the first global route | `1304` |
cell families after synthesis:
group	count (synthesis)
flops	73
simple gates	42
mux	19
buf+inv	5
cell usage in the layout (no fill, tap or decap):
cell type and instances:
clkdlybuf4s50_1 106, dfxtp_1 73, nand2b_1 31, mux2i_1 19
clkbuf_8 9, nand3_1 2, nor2_1 2, clkinvlp_4 2
clkbuf_1 2, clkinv_4 2, nor4_4 1, and3b_1 1
and4_1 1, nor2b_1 1, nor3b_1 1, nor3_1 1
nand4_1 1, inv_6 1, buf_4 1
worst max path at each step:
| stage | start | end | slack (ns) | cells after the start |
|---|---|---|---|---|
| final | log_read_devices[10] | log_read_devices[10] | 1.49 | 1 |
| after global routing | in_reset | log_read_devices[3] | 1.33 | 3 |
| after CTS | out_soft_reset | out_soft_reset | 1.45 | 1 |
layout make-up:
class / instances / area [µm²] / area share, %
clock buffers: 11 / 131 / 4.02
flip-flops and latches: 73 / 1460 / 44.8
repair buffers: 107 / 1070 / 32.7
clock inverters: 5 / 41.3 / 1.26
multi-input cells: 61 / 465 / 14.3
well taps: 77 / 96.3 / 2.95
metal layers:
layer	GRT usage (%)	vias to the layer above	share of wire (%)
li1	-	678	-
met1	14.8	584	43
met2	15.3	62	43
met3	5.65	9	11
met4	3.45	0	2.5
met5	0	-	0
metrics by stage:
stage / hold slack, ns / instances / area, µm²
6_report: 0.445 / 334 / 3260
5_1_grt: 0.472 / 334 / 3260
4_1_cts: 0.449 / 334 / 3260
3_5_place_dp: 0.451 / 318 / 3090
3_3_place_gp: 0.443 / 318 / 3090
2_1_floorplan: 0.434 / 139 / 1970
registers in the layout (all words and copies together), names as in the netlist:
register	flops
out_enables_module	4
out_soft_reset	1
log_ram_run_from_micro	1
log_read_devices	13
from_micro_data	22
out_rf_to_micro_data	32
where the power goes:
part           leakage, nW  internal [mW]  switching (mW)  total, mW
combinational        0.570         0.0979          0.0179      0.116
clock               0.0801          0.278           0.320      0.599
sequential           0.609          0.916          0.0109      0.927
total                 1.26           1.29           0.349       1.64
Power figures rest on the tool's default switching activity, not on a simulated workload.
