==> /design/flow/design.v <==
module PRBS #(parameter NB = 9, 
		      parameter SEED = 9'h1AA,
		      parameter HIGH = 9,
		      parameter LOW = 5)(
	output o_data,
	input i_reset, i_valid, clock, i_enable);
reg [NB-1:0] shift_reg;
always @(posedge clock) begin
	if (i_reset) begin
		shift_reg <= SEED;
	end
	else if (i_enable && i_valid) begin
		shift_reg <= {shift_reg[NB-2-:NB-1],shift_reg[LOW-1]^shift_reg[HIGH-9]};  
	end
	else 
		shift_reg <= shift_reg;
end
assign o_data = shift_reg[NB-1];
endmodule
module fir_filter #(parameter NB_COEFF = 10, NBF_COEFF = 8, OVER_SAMP = 8, N_BAUDS = 7, NB_COUNT = 3, NB_OUTPUT = 13)(
	input clk, i_enable, i_valid, i_prbs, i_rst,
	output [NB_OUTPUT-1:0]o_data
);
wire signed [NB_COEFF-1:0] coeffs [(OVER_SAMP*N_BAUDS)-1:0];  
wire signed [NB_OUTPUT-1:0] sample_add_w [OVER_SAMP - 1:0];
reg [N_BAUDS-1:0] shift_reg;
reg [ NB_COUNT-1:0]counter;
reg signed [NB_OUTPUT-1:0] sample_add;
assign coeffs[0] = 10'd0;
assign coeffs[1] = 10'd0;
assign coeffs[2] = 10'd1;
assign coeffs[3] = 10'd3;
assign coeffs[4] = 10'd4;
assign coeffs[5] = 10'd6;
assign coeffs[6] = 10'd6;
assign coeffs[7] = 10'd4;
assign coeffs[8] = 10'd0;
assign coeffs[9] = 10'd1018;
assign coeffs[10] = 10'd1009;
assign coeffs[11] = 10'd1001;
assign coeffs[12] = 10'd993;
assign coeffs[13] = 10'd990;
assign coeffs[14] = 10'd993;
assign coeffs[15] = 10'd1004;
assign coeffs[16] = 10'd0;
assign coeffs[17] = 10'd30;
assign coeffs[18] = 10'd67;
assign coeffs[19] = 10'd110;
assign coeffs[20] = 10'd154;
assign coeffs[21] = 10'd194;
assign coeffs[22] = 10'd227;
assign coeffs[23] = 10'd249;
assign coeffs[24] = 10'd256;
assign coeffs[25] = 10'd249;
assign coeffs[26] = 10'd227;
assign coeffs[27] = 10'd194;
assign coeffs[28] = 10'd154;
assign coeffs[29] = 10'd110;
assign coeffs[30] = 10'd67;
assign coeffs[31] = 10'd30;
assign coeffs[32] = 10'd0;
assign coeffs[33] = 10'd1004;
assign coeffs[34] = 10'd993;
assign coeffs[35] = 10'd990;
assign coeffs[36] = 10'd993;
assign coeffs[37] = 10'd1001;
assign coeffs[38] = 10'd1009;
assign coeffs[39] = 10'd1018;
assign coeffs[40] = 10'd0;
assign coeffs[41] = 10'd4;
assign coeffs[42] = 10'd6;
assign coeffs[43] = 10'd6;
assign coeffs[44] = 10'd4;
assign coeffs[45] = 10'd3;
assign coeffs[46] = 10'd1;
assign coeffs[47] = 10'd0;
assign coeffs[48] = 10'd0;
assign coeffs[49] = 10'd0;
assign coeffs[50] = 10'd1;
assign coeffs[51] = 10'd1;
assign coeffs[52] = 10'd1;
assign coeffs[53] = 10'd1;
assign coeffs[54] = 10'd1;
assign coeffs[55] = 10'd1;
assign o_data = sample_add;
always @(posedge clk) begin
	if (i_rst) begin
		shift_reg <= {N_BAUDS{1'b0}};
	end
	else if (i_enable && i_valid) begin
		shift_reg <= {shift_reg[N_BAUDS-2-:N_BAUDS-1],i_prbs};
	end else begin
		shift_reg <= shift_reg;
	end
end
 always @(posedge clk) begin
    if (i_rst) begin
      counter <= {NB_COUNT{1'b0}}; 
      sample_add <= {NB_OUTPUT{1'b0}};
    end 
    else begin
     	if (i_enable) begin
    		counter <= counter + 1'b1;
    		sample_add <= sample_add_w[counter];
    	end 
    	else begin
    		counter <= counter;
    		sample_add <= sample_add;
    	end
    end
 end        
 generate
 	genvar ptr;
 	for(ptr = 0; ptr < OVER_SAMP; ptr = ptr + 1) begin :adds  
 		assign sample_add_w[ptr] = $signed((shift_reg[0])? -coeffs[ptr + (OVER_SAMP*0)]:coeffs[ptr + (OVER_SAMP*0)]) +    
 								   $signed((shift_reg[1])? -coeffs[ptr + (OVER_SAMP*1)]:coeffs[ptr + (OVER_SAMP*1)]) + 
 								   $signed((shift_reg[2])? -coeffs[ptr + (OVER_SAMP*2)]:coeffs[ptr + (OVER_SAMP*2)]) + 
 								   $signed((shift_reg[3])? -coeffs[ptr + (OVER_SAMP*3)]:coeffs[ptr + (OVER_SAMP*3)]) + 
 								   $signed((shift_reg[4])? -coeffs[ptr + (OVER_SAMP*4)]:coeffs[ptr + (OVER_SAMP*4)]) + 
 								   $signed((shift_reg[5])? -coeffs[ptr + (OVER_SAMP*5)]:coeffs[ptr + (OVER_SAMP*5)]) + 
 								   $signed((shift_reg[6])? -coeffs[ptr + (OVER_SAMP*6)]:coeffs[ptr + (OVER_SAMP*6)]) ; 		
 	end
 endgenerate
endmodule
module top_tx #(parameter NB_COUNT = 3)( 
			input i_reset,
			input [3:0] i_enable,
			input clock,
			output [3:0] o_leds,
			output [12:0] fir_out
			);
reg [NB_COUNT-1:0] count;
wire valid;
wire data_prbs;
assign o_leds = i_enable;
always@(posedge clock) begin
		if (i_reset) 
			count <= {NB_COUNT{1'b0}};
		else 
			if (i_enable[0])
				count <= count + 1;
			else 
				count <= count;
end
assign valid = (count == {NB_COUNT{1'b1}})?1'b1:1'b0;
	PRBS
		u_prbs
		   (.o_data(data_prbs),
			.i_reset(i_reset),
			.i_valid(valid),
			.clock(clock),
			.i_enable(i_enable[1]));
	fir_filter
		u_fir( .clk(clock),
			   .i_rst(i_reset),
			   .i_valid(valid),
			   .i_enable(i_enable[2]),
			   .i_prbs(data_prbs),
			   .o_data(fir_out)
		);
endmodule
==> /design/flow/run.sh <==
#!/bin/bash
# OpenROAD 26Q1-2900-gdf79404cd8, Yosys 0.63+post, stock flow scripts
make -C /OpenROAD-flow-scripts/flow DESIGN_CONFIG=/design/flow/config.mk WORK_HOME=/design/flow/orfs finish
==> /design/flow/config.mk <==
export PLATFORM = sky130hd
export DESIGN_NAME = top_tx
export DESIGN_NICKNAME = top_tx
export VERILOG_FILES = /design/flow/design.v
export SDC_FILE = /design/flow/constraint.sdc
export NUM_CORES = 4
export LEC_CHECK = 1
export CORE_UTILIZATION = 50
==> /design/flow/constraint.sdc <==
current_design top_tx

set clk_period 11.0
set clk_io_pct 0.2

create_clock -name clk0 -period $clk_period [get_ports {clock}]

set non_clock_inputs [all_inputs -no_clocks]
set_input_delay [expr $clk_period * $clk_io_pct] -clock clk0 $non_clock_inputs
set_output_delay [expr $clk_period * $clk_io_pct] -clock clk0 [all_outputs]
==> impl_metrics.ini <==
; generated from flow reports
[logic_synthesis]
enable_flop_cells = 0
top_area_cell = fa_1
ys_seq_share = 0.0599
dominantRegCellSynth = dfxtp_1
yosysWarnings = 3
ys_cells = 1325
avgSynthCellArea_um2 = 8.83
netlist_instances = 1325
synthArstFlopShare = 0
synth_area_mm2 = 0.0117
ys_area_mm2 = 0.0117
yosys-top-cells-area = fa_1, ha_1, inv_1
synth_top_area_share = 0.316
ys_ff = 35
synth.distinct_cells = 64

[global_route]
grt_max_degree = 36
grt_pass1_vias = 9046
met1_usage = 0.423
grt_pass1_wl_um = 49500
grt_busiest_layer = met2
grt_util_met3 = 0.0933
grt_remaining_overflow = 0
grt_use_met2 = 0.436
antenna_found_initial = 0
groute.usage.overall = 0.284

[power]
power.density_mw_per_mm2 = 28.7
irDropWorstVdd_v = 0.0000648
p_leak_nw = 6.01

[sta]
timing.final.crit_share = 0.680
finClkSkew_ns = 0.00739
hold_viol_final = 0
max-slew-margin-rel = 0.383
fin_setup_tns_ns = 0
worstMarginPinSlew_ns = 0.924
fmax_mhz = 134
rsz0062_at_grt = false
min_period_ns = 7.48
setup_viol = 0
slew_viol_final = 0

[clocking]
clk_latency_ns = 0.29
ctsHoldBuffers = 0
cts-root-buf = clkbuf_16
cts_tree = done
cts_resized = 0
clk_path_buf_depth = 2
clk_pin_slew_ns = 0.07
post_cts_buffers = 0
clock-sinks = 35
cts-htree-levels = 2
cts_buffers = 5

[cells_and_area]
lay_top_cells = inv_1, fa_1, ha_1, a21oi_1, nand2_1
drive_above_1_share = 0.0299
lay_top_count = inv_1
design_area_mm2 = 0.0124
largest_register_ffs = 13
layout-area-overhead-vs-synth_pct = 6.34

[die]
fp-row-count = 55
chip_area_mm2 = 0.0240
die_y_um = 155
ios = 23
die_w_um = 155
core-area_mm2 = 0.0228
fp_util = 0.514

[run]
cap_violations = 0
warnings = 74

[drt]
ant_nets = 0
route.detailed.drc = 0
drt-pass1-iter-count = 5
wl_um = 30000
vias = 8913
drt-initial-drc-count = 553
wl_per_cell_um = 18.2
avgViaCountPerCell = 5.40
insertedDiodeCount = 0

[worst_setup_path]
crit_required_ns = 11.16
ff2ff_path_depth = 26
r2r_slack_ns = 3.52
worstSetupPathType = reg -> reg
r2r-start = u_fir.shift_reg[0]
cp-start-kind = flip-flop
critPathCaptureType = flip-flop
cp_max_fo = 14
arrival_ns = 7.64
reg2reg_to = u_fir.sample_add[12]

[place]
dp_hpwl_um = 24800
io_buffers = 20
placed_cell_area_mm2 = 0.0123
place_congestion = 0.983

[hold_path]
hold_path_end = u_prbs.shift_reg[6]
worstHoldPathCells = 2
hp-start = u_prbs.shift_reg[6]
hold_class = reg -> reg

[outcome]
status = finished clean
==> cells by family after synthesis <==
| family | share of synthesized area |
|---|---|
| fa+ha+maj | 0.503 |
| buf+inv | 0.0969 |
| compound gates | 0.153 |
| simple gates | 0.101 |
| xor+xnor | 0.0786 |
| flops | 0.0599 |
| mux | 0.00684 |
==> how the worst max path moves through the flow <==
stage / from / end / slack (ns) / cells after the start
4_1_cts: u_fir.shift_reg[0] / u_fir.sample_add[12] / 3.54 / 26
5_1_grt: u_fir.shift_reg[0] / u_fir.sample_add[12] / 3.01 / 26
6_report: u_fir.shift_reg[0] / u_fir.sample_add[12] / 3.52 / 26
==> final cells by class <==
type,count,area [um^2]
multi-input combinational,992,9870
inverter,270,1010
tap,313,392
sequential,35,706
clock inverter,3,43.8
fill,2097,10300
clock buffer,5,125
timing repair buffer,33,298
==> report_power, final <==
part           leakage (nW)  internal (W)  switching (W)  total (W)
Combinational          5.64     0.0000220      0.0000314  0.0000534
Clock                0.0838      0.000107      0.0000608   0.000168
Sequential            0.288      0.000131     0.00000461   0.000136
==> per-stage QoR <==
step	total power [W]	cells	worst slack (ns)	util	hold slack, ns
6_report	0.000357	1651	3.52	0.546	0.454
5_1_grt	0.000371	1651	3.01	0.546	0.470
4_1_cts	0.000358	1651	3.54	0.546	0.456
3_5_place_dp	0.000191	1643	3.56	0.539	0.445
3_3_place_gp	0.000191	1643	3.72	0.539	0.438
2_1_floorplan	0.000170	1325	3.78	-	0.427
==> worst max-delay path, stage by stage (launching register included) <==
cell and delay, ns:
dfxtp_1 0.63, inv_1 0.15, fa_1 0.77, inv_1 0.39, ha_1 0.41, ha_1 0.27, a21oi_1 0.25, a211oi_1 0.07
a311oi_1 0.37, o21ai_0 0.11, and2_1 0.17, o21ai_0 0.19, nand2_1 0.10, fa_1 0.48, inv_1 0.05, fa_1 0.47
inv_1 0.05, fa_1 0.47, inv_1 0.04, ha_1 0.37, a21oi_1 0.37, nand3b_1 0.16, o211ai_1 0.08, o21bai_1 0.19
xnor2_1 0.16, a2111oi_0 0.41, a311oi_1 0.14
==> synth_stat cells, types with 22 or more instances <==
| cell type | count |
|---|---|
| inv_1 | 270 |
| fa_1 | 185 |
| ha_1 | 174 |
| a21oi_1 | 83 |
| nand2_1 | 77 |
| xnor2_1 | 66 |
| nor2_1 | 58 |
| o21ai_0 | 39 |
| xor2_1 | 39 |
| dfxtp_1 | 35 |
| nand3_1 | 30 |
| clkbuf_1 | 22 |
==> per-layer routing <==
metal	wire length, um	up-vias
met5	0	-
met4	445	0
met3	2540	26
met2	13500	234
met1	13500	4263
li1	-	4390
No activity file was given, so power comes from the tool's default toggle rates.
